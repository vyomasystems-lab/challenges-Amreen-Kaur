## flow/run.sh

```bash
#!/bin/bash
# OpenROAD 26Q1-2900-gdf79404cd8, Yosys 0.63+post, stock flow scripts
make -C /OpenROAD-flow-scripts/flow DESIGN_CONFIG=/design/flow/config.mk WORK_HOME=/design/flow/orfs finish
```

## flow/design.v

```verilog
module level_3(
input clk,
input [3:0] sw,
output [3:0] led
    );
integer count = 0;
reg sclk = 0;
always@(posedge clk)    
begin
if(count < 10)  
 count <= count + 1;
else
 begin
  count <= 0;
  sclk <= ~sclk;
 end
end
reg flag   = 1'b0;
always@(posedge clk)
begin
 if(sw == 4'b0000)
   flag <= 1'b0;
 else
   flag <= 1'b1;
end
integer i  = 0;
reg [3:0] temp = 0;
always@(posedge sclk)
begin
if(flag == 1'b0)
begin
            if(i < 4) 
            begin
            temp <= { 1'b1, temp[3:1]};  
            i <= i + 1;
            end
            else if(i < 8)
            begin
            i <= i + 1;
            temp <= {temp[2:0], 1'b0};  
            end
            else
            begin
            i <= 0;
            temp <= 4'b0000;
            end          
end
else
begin
   temp <= sw;
end
end
assign led = ~temp;
endmodule
```

## flow/constraint.sdc

```tcl
current_design level_3

set clk_period 4.7
set clk_io_pct 0.2

create_clock -name clk0 -period $clk_period [get_ports {clk}]

set non_clock_inputs [all_inputs -no_clocks]
set_input_delay [expr $clk_period * $clk_io_pct] -clock clk0 $non_clock_inputs
set_output_delay [expr $clk_period * $clk_io_pct] -clock clk0 [all_outputs]
```

## flow/config.mk

```make
export PLATFORM = sky130hd
export DESIGN_NAME = level_3
export DESIGN_NICKNAME = level_3
export VERILOG_FILES = /design/flow/design.v
export SDC_FILE = /design/flow/constraint.sdc
export NUM_CORES = 4
export LEC_CHECK = 1
export CORE_UTILIZATION = 50
```

==> flow_summary.json <==
{
  "worstHoldPathType": "register to register",
  "globalplace.congestion": 0.805,
  "p_seq_share_pct": 57.4,
  "ff2ff_path_depth": 5,
  "postCtsResizedCells": 0,
  "cts_hold_repair.buffers": 0,
  "ir_drop_uv": 179,
  "launch_instance_of_the_worst_register_to_register_path": "count[0]",
  "combPwrFrac_pct": 1.9,
  "cp_slowest_cell": "sky130_fd_sc_hd__or4_1",
  "cp_cell_sequence": "ha_1 -> and4_1 -> nand4_1 -> or4_1 -> a21oi_1",
  "dr.first_iter.drc_count": 72,
  "clock_tree.buffer_depth": 2,
  "enable_flop_cells": 33,
  "critical_path.top_delay_family": "simple AND/OR/NAND/NOR gates",
  "r2r_slack_ps": 2430,
  "maxCapViolations": 0,
  "synth.cell_area_sq_um": 3570,
  "slew-limit-headroom_pct": 53.7,
  "detail_route.wirelength_mm": 6.83,
  "pre_cts_slack_ps": 2440,
  "num_io_pins": 9,
  "avgRoutedWirePerCell_um": 14.4,
  "grt_start_max_net_pins": 37,
  "critical_path_required_ps": 4910,
  "status": "finished, final reports clean",
  "hold_path_end": "count[0]",
  "post-route-worst-setup-slack_ps": 2430,
  "hpwl_after_detailed_placement_mm": 4.67,
  "power.clock.fraction_pct": 40.6,
  "vias_per_cell": 5.86,
  "worst_hold_path.num_cells": 1,
  "final_layout_size_suffix_gt1_share_pct": 4.77,
  "n_antenna_cell": 0,
  "clk-insertion-delay-late_ps": 280,
  "dr.pass1.iters": 4,
  "finalSetupViolations": 0,
  "cts_root_buffer": "sky130_fd_sc_hd__clkbuf_8",
  "critPathMaxStageDelay_ps": 680,
  "critPathLaunch": "count[0]",
  "synth_chip_area_sq_um": 3570,
  "net-switching-power_w": 0.0000993,
  "path_max_fanout": 17,
  "core-area_sq_um": 6830,
  "wire_length_of_the_first_global_routing_pass_mm": 12.0,
  "cp-end-kind": "register",
  "unclocked_regs": 36,
  "floorplanUtilization_pct": 52.2,
  "cell_accounting_for_the_most_synthesized_area": "sky130_fd_sc_hd__edfxtp_1",
  "untimed_endpoints": 72,
  "final-max-slew-violation-count": 0,
  "area_delta_synth_final_pct": 6.25,
  "vias_in_the_first_global_route": 2646,
  "number_of_openroad_warnings": 25,
  "fp.dieH_um": 86.5,
  "rsz0062_at_grt": "false",
  "dieArea_sq_um": 7470,
  "number_of_cells_in_the_yosys_synthesis_report": 377,
  "tritoncts": "done",
  "detail_route.drc_violations": 0,
  "final_core_util_pct": 55.5,
  "highest_clock_frequency_the_design_can_meet_mhz": 440,
  "crit_type": "register to register",
  "tightestPinTransition_ps": 695,
  "track_usage_pct": 20.7,
  "total_number_of_placement_rows": 30,
  "number_of_antenna_violations_at_the_first_check_in_global_routing": 0,
  "setup_crit_start_kind": "register",
  "synthArstFlopShare_pct": 0,
  "worst_hold_startpoint": "count[0]",
  "num-fill-cells": 635,
  "antenna_left": 0,
  "unique_cell_type_count_in_the_yosys_netlist": 36,
  "cp.buffers_inverters": 0,
  "postSynthAreaPerCell_sq_um": 9.46,
  "capture_instance_of_the_worst_register_to_register_path": "count[28]",
  "timing.clock.skew_ps": 5.30,
  "yosys_warnings": 1,
  "period_minus_slack_ps": 2270,
  "syn_inst": 377,
  "htree_num_levels": 2,
  "finalHoldWorstSlack_ps": 448,
  "postSynthSeqShare_pct": 48.6,
  "io_buffers": 8,
  "power.static_leakage_nw": 1.30,
  "ys.flops": 70,
  "cts.clk_slew.worst_paths_ps": 60,
  "power.internal_w": 0.000410,
  "fin_setup_tns_ps": 0,
  "via_count": 2770,
  "timing.critical_path.arrival_ps": 2480,
  "power.density_nw_per_um2": 134,
  "netlist.area_leader.share_pct": 27.8,
  "die_w_um": 86.5,
  "cts_setup_buffers": 0,
  "final_hold_viol_count": 0,
  "post-route-period-util_pct": 48.3,
  "ff_latch_area_sq_um": 1730,
  "cts_made_buffers": 5,
  "synthFlopType": "sky130_fd_sc_hd__dfxtp_1",
  "power.share.switching_pct": 19.5,
  "multiInputGateArea_sq_um": 1720,
  "topCellsByArea": "sky130_fd_sc_hd__edfxtp_1 (28%), sky130_fd_sc_hd__dfxtp_1 (21%), sky130_fd_sc_hd__a21oi_1 (4.9%), sky130_fd_sc_hd__nand4_1 (4.7%), sky130_fd_sc_hd__xor2_1 (3.9%)",
  "global_route_overflow": 0
}
through the flow:
step,cell area [sq um],power [W],cells
2_1_floorplan,3570,0.000303,377
3_3_place_gp,3710,0.000309,467
3_5_place_dp,3710,0.000309,467
4_1_cts,3790,0.000517,473
5_1_grt,3790,0.000528,473
6_report,3790,0.000509,473
cells in the final DEF, fill, tap and decap left out, types with 3 or more instances in the layout:
master                            Yosys  layout
sky130_fd_sc_hd__dfxtp_1             37      37
sky130_fd_sc_hd__a21oi_1             35      34
sky130_fd_sc_hd__edfxtp_1            33      33
sky130_fd_sc_hd__nor2_1              32      32
sky130_fd_sc_hd__nand4_1             27      27
sky130_fd_sc_hd__o21ai_0             22      22
sky130_fd_sc_hd__nand2_1             19      19
sky130_fd_sc_hd__or3_1               18      18
sky130_fd_sc_hd__xor2_1              16      16
sky130_fd_sc_hd__nand3_1             15      15
sky130_fd_sc_hd__o31ai_1             14      14
sky130_fd_sc_hd__or4_1               14      14
sky130_fd_sc_hd__nor4_1              13      13
sky130_fd_sc_hd__and4_1              10      10
sky130_fd_sc_hd__xnor2_1             10      10
sky130_fd_sc_hd__inv_1                9       9
sky130_fd_sc_hd__clkdlybuf4s50_1      0       8
sky130_fd_sc_hd__and3_1               6       6
sky130_fd_sc_hd__clkbuf_8             1       6
sky130_fd_sc_hd__and2_1               5       5
sky130_fd_sc_hd__nor3_1               3       3
sky130_fd_sc_hd__nor2b_1              3       3
sky130_fd_sc_hd__or3_2                3       3
sky130_fd_sc_hd__buf_4                0       3
synthesized netlist by cell type, types with 14 or more instances:
cell type / n
sky130_fd_sc_hd__edfxtp_1: 33
sky130_fd_sc_hd__a21oi_1: 35
sky130_fd_sc_hd__o21ai_0: 22
sky130_fd_sc_hd__nor2_1: 32
sky130_fd_sc_hd__o31ai_1: 14
sky130_fd_sc_hd__nand4_1: 27
sky130_fd_sc_hd__xor2_1: 16
sky130_fd_sc_hd__nand3_1: 15
sky130_fd_sc_hd__dfxtp_1: 37
sky130_fd_sc_hd__or3_1: 18
sky130_fd_sc_hd__or4_1: 14
sky130_fd_sc_hd__nand2_1: 19
final cells by class:
cell class / instances / share of cell area, %
multi-input combinational: 281 / 45.3
tap: 96 / 3.17
sequential: 70 / 45.7
inverter: 9 / 0.892
clock buffer: 6 / 2.18
timing repair buffer: 11 / 2.71
layer usage:
metal | GRT usage, % | part of all wire [%]
met1 | 31.9 | 48
met2 | 34.7 | 49
met3 | 2.71 | 1.5
met4 | 1.82 | 1.0
met5 | 0 | 0
flip-flops by register name, indices dropped and copies added, names as in the netlist:
name,cells
temp,4
sclk,1
i,32
flag,1
count,32
kinds of logic after synthesis:
logic type,after synthesis,share of synthesized area [%]
XOR/XNOR,26,6.39
AND/OR/NAND/NOR,173,27.8
buffers and inverters,26,3.37
adder cells (fa/ha/maj),2,0.702
AND-OR/OR-AND,78,12.6
multiplexers,2,0.561
flip-flops,70,48.6
worst max-delay path by stage:
stage	slack (ps)	cells past startpoint	end
after global routing	2220	5	count[22]
final	2430	5	count[28]
after CTS	2410	5	count[22]
power by group through the flow:
stage / clock network [W] / logic (W) / registers (W)
after global routing: 0.000225 / 0.0000112 / 0.000292
after CTS: 0.000215 / 0.00000996 / 0.000292
final: 0.000207 / 0.00000984 / 0.000292
Power and IR drop assume default switching activity.
